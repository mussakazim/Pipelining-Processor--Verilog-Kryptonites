## ./design.v

```verilog
`timescale 1ns / 1ps
module RegistersModule(
    output [31:0] RsData,
    output [31:0] RtData,
    input [4:0] rs,
    input [4:0] rt,
    input [4:0] rd,
    input [31:0] WriteData,
	 input RegDst,
	 input RegWrite
    );
  reg [31:0] registerFile[31:0];  
  initial
   begin
    registerFile[0] = 32'd5;
    registerFile[1] = 32'd10;
    registerFile[2] = 32'd20;
    registerFile[3] = 32'd30;
    registerFile[4]  = 32'd40;
    registerFile[5]  = 32'd50;
    registerFile[6]  = 32'd60;
    registerFile[7]  = 32'd70;
    registerFile[8]  = 32'd80;
    registerFile[9]  = 32'd90;
    registerFile[10] = 32'd100;
    registerFile[11] = 32'd110;
    registerFile[12] = 32'd120;
    registerFile[13] = 32'd130;
    registerFile[14] = 32'd140;
    registerFile[15] = 32'd150;
    registerFile[16] = 32'd160;
    registerFile[17] = 32'd170;
    registerFile[18] = 32'd180;
    registerFile[19] = 32'd190;
    registerFile[20] = 32'd200;
    registerFile[21] = 32'd210;
    registerFile[22] = 32'd220;
    registerFile[23] = 32'd230;
    registerFile[24] = 32'd240;
    registerFile[25] = 32'd250;
    registerFile[26] = 32'd260;
    registerFile[27] = 32'd270;
    registerFile[28] = 32'd280;
    registerFile[29] = 32'd290;
    registerFile[30] = 32'd300;
    registerFile[31] = 32'd310;
   end
	reg[4:0]  writeAddress;
   reg[31:0] tempRsData;
	reg[31:0] tempRtData;
	always@(*)
	begin
	    tempRsData = registerFile[rs];
		 tempRtData = registerFile[rt];
		 if(RegDst==0)
		 begin
		     writeAddress = rt;
		 end
		 else if(RegDst == 1)
		 begin
		     writeAddress = rd;
		 end
	end
	always@(posedge clk)
	begin
	    if(RegWrite == 1)
		 begin
		      registerFile[writeAddress] = WriteData;
		 end
	end
	assign RsData = tempRsData;
	assign RtData = tempRtData;
endmodule
```

## ./run.sh

```bash
#!/bin/bash
# OpenROAD 26Q1-2900-gdf79404cd8, Yosys 0.63+post, stock flow scripts
make -C /OpenROAD-flow-scripts/flow DESIGN_CONFIG=/design/flow/config.mk WORK_HOME=/design/flow/orfs finish
```

## ./config.mk

```make
export PLATFORM = sky130hd
export DESIGN_NAME = RegistersModule
export DESIGN_NICKNAME = RegistersModule
export VERILOG_FILES = /design/flow/design.v
export SDC_FILE = /design/flow/constraint.sdc
export NUM_CORES = 4
export LEC_CHECK = 1
export CORE_AREA = 10 10 70 70
export DIE_AREA = 0 0 80 80
```

## ./constraint.sdc

```tcl
current_design RegistersModule

set clk_period 1.1
set clk_io_pct 0.2

create_clock -name clk0 -period $clk_period

set non_clock_inputs [all_inputs -no_clocks]
set_input_delay [expr $clk_period * $clk_io_pct] -clock clk0 $non_clock_inputs
set_output_delay [expr $clk_period * $clk_io_pct] -clock clk0 [all_outputs]
```

==> report_table.html <==
<p>Metrics extracted from the flow reports.</p>
<table>
<tr><th>Metric</th><th>Value</th></tr>
<tr><th colspan="2">Run status</th></tr>
<tr><td>Run status</td><td>finished, violations left</td></tr>
<tr><td>Violated checks</td><td>setup timing</td></tr>
<tr><th colspan="2">Pwr</th></tr>
<tr><td>Maximum ir drop on the vdd rail</td><td>0.146 mV</td></tr>
<tr><td>Power density of the placed cells</td><td>about 320 nW/um2</td></tr>
<tr><td>Leak Pwr</td><td>0.712 nW</td></tr>
<tr><th colspan="2">Setup path</th></tr>
<tr><td>Critical path arrival</td><td>1.13 ns</td></tr>
<tr><td>Ordered list of cells on the worst path</td><td>buf_8 -&gt; inv_6 -&gt; ha_4 -&gt; or2b_1 -&gt; a311oi_1 -&gt; a221oi_1 -&gt; buf_2</td></tr>
<tr><td>Worst setup path category</td><td>in2out</td></tr>
<tr><td>Largest fanout on the critical path</td><td>3</td></tr>
<tr><td>Sort of element at the start of the critical path</td><td>input port</td></tr>
<tr><td>Delay of the slowest critical-path stage</td><td>~0.22 ns</td></tr>
<tr><td>Required time of the critical path</td><td>approximately 0.88 ns</td></tr>
<tr><td>Type of destination of the critical path</td><td>primary output</td></tr>
<tr><td>CP max stage cell</td><td>sky130_fd_sc_hd__or2b_1</td></tr>
<tr><td>Worst path top cell family by delay</td><td>AND-OR/OR-AND gates</td></tr>
<tr><td>Worst Path Buf+Inv</td><td>3</td></tr>
<tr><th colspan="2">Cells and area</th></tr>
<tr><td>Number of clock buffers in the layout</td><td>0</td></tr>
<tr><td>Area overhead of the layout relative to synthesis</td><td>73.4%</td></tr>
<tr><td>Top library cells by usage in the layout, fill and taps aside</td><td>sky130_fd_sc_hd__conb_1, sky130_fd_sc_hd__buf_4, sky130_fd_sc_hd__buf_6</td></tr>
<tr><td>Final std cells w/o fill</td><td>215</td></tr>
<tr><td>Number of flip-flops and latches</td><td>0</td></tr>
<tr><td>Finished Cell Area</td><td>between 1000 and 1500 um2</td></tr>
<tr><td>Multi-input gate area in the final layout</td><td>~770 um2</td></tr>
<tr><td>Highest-count logic cell in the final layout</td><td>sky130_fd_sc_hd__conb_1</td></tr>
<tr><td>Count of fill cells added during filler insertion</td><td>~320</td></tr>
<tr><td>Seq. cell area</td><td>0 um2</td></tr>
<tr><td>Fraction of layout cells with a size suffix above 1</td><td>0.538</td></tr>
<tr><th colspan="2">Place</th></tr>
<tr><td>Placed Instances</td><td>around 200</td></tr>
<tr><td>Last weighted congestion value of the routability-driven placer</td><td>between 0.7 and 0.8</td></tr>
<tr><td>Placement Setup Slack</td><td>-1.10 ns</td></tr>
<tr><td>Buffers added on ports</td><td>28</td></tr>
<tr><td>Post-detail-place hpwl</td><td>1900 um</td></tr>
<tr><td>Post-Place Cell Area</td><td>1100 um2</td></tr>
<tr><th colspan="2">Global routing</th></tr>
<tr><td>Largest net degree at the start of global routing</td><td>11</td></tr>
<tr><td>Global-route wire length before repair</td><td>3860 um</td></tr>
<tr><td>Antenna violations before repair</td><td>0</td></tr>
<tr><td>Global routing usage summed across all routing layers</td><td>0.0695</td></tr>
<tr><td>Congestion Overflow GR</td><td>0</td></tr>
<tr><td>Vias in the first global route</td><td>about 840</td></tr>
<tr><th colspan="2">Yosys</th></tr>
<tr><td>Ranking of synthesized cells by area</td><td>sky130_fd_sc_hd__buf_4, sky130_fd_sc_hd__ha_1, sky130_fd_sc_hd__nand2_1</td></tr>
<tr><td>Count of unique library cells instantiated by Yosys</td><td>26</td></tr>
<tr><td>Post-synth design cell area</td><td>838 um2</td></tr>
<tr><td>Mean cell area of the mapped netlist</td><td>slightly above 7 um2</td></tr>
<tr><td>AO/OA Area Share</td><td>0.140</td></tr>
<tr><td>Yosys cell count</td><td>~120</td></tr>
<tr><td>Xor/xnor share of the synthesized area</td><td>0.0627</td></tr>
<tr><td>Mux area share</td><td>0.0239</td></tr>
<tr><td>Dominant cell type by area after synthesis</td><td>sky130_fd_sc_hd__buf_4</td></tr>
<tr><td>Synthesis Warnings</td><td>3</td></tr>
<tr><td>Synth Area in Simple Gates</td><td>0.136</td></tr>
<tr><td>Area reported by Yosys stat</td><td>838 um2</td></tr>
<tr><td>Synth Seq Share</td><td>0</td></tr>
<tr><td>Top area contributor share</td><td>0.439</td></tr>
<tr><td>Combinational family with the most area after synthesis</td><td>buffers and inverters</td></tr>
<tr><td>Post-Synthesis Cells</td><td>between 100 and 150</td></tr>
<tr><td>Adder-cell share of the synthesized area</td><td>0.119</td></tr>
<tr><th colspan="2">Timing</th></tr>
<tr><td>Setup repair after global routing missed its margin</td><td>true</td></tr>
<tr><td>Number of setup violations in the final report</td><td>11</td></tr>
<tr><td>PnR worst setup slack</td><td>-0.248 ns</td></tr>
<tr><td>Post-layout min period</td><td>roughly 1.3 ns</td></tr>
<tr><td>Setup TNS Final</td><td>-1.34 ns</td></tr>
<tr><td>Hold Vio Cnt, Final</td><td>0</td></tr>
<tr><td>Post-route fraction of the period consumed by the critical path</td><td>1.23</td></tr>
<tr><td>Worst Hold Slack</td><td>between 0.7 and 0.8 ns</td></tr>
<tr><td>Achievable Freq</td><td>0.742 GHz</td></tr>
<tr><td>Slew Viols, Final</td><td>0</td></tr>
<tr><th colspan="2">Detailed routing</th></tr>
<tr><td>Detailed router's first-iteration violation count</td><td>12</td></tr>
<tr><td>Final WL</td><td>2600 um</td></tr>
<tr><td>Iteration count of the initial detailed-routing pass</td><td>4</td></tr>
<tr><td>Post-route DRC</td><td>0</td></tr>
<tr><td>Vias per cell</td><td>about 3.7</td></tr>
<tr><td>Average routed wire per standard cell</td><td>12.1 um</td></tr>
<tr><td>Tally of nets with antenna violations remaining after routing</td><td>0</td></tr>
<tr><td>Number of antenna diodes</td><td>0</td></tr>
<tr><td>Number of vias in the routed layout</td><td>approximately 800</td></tr>
<tr><th colspan="2">Hold path</th></tr>
<tr><td>Capture endpoint of the worst hold path</td><td>RtData[6]</td></tr>
<tr><td>Hold Path Stages</td><td>3</td></tr>
<tr><td>Hold/Removal Path Class</td><td>in2out</td></tr>
<tr><td>Beginning of the worst hold path</td><td>rt[2]</td></tr>
<tr><th colspan="2">Clock network</th></tr>
<tr><td>Hold bufs inserted after CTS</td><td>0</td></tr>
<tr><th colspan="2">Floorplan</th></tr>
<tr><td>Die extent in y</td><td>roughly 80 um</td></tr>
<tr><td>Die outline width</td><td>~80 um</td></tr>
<tr><td>Placeable core region</td><td>3420 um2</td></tr>
<tr><td>Top-Level Pins</td><td>between 100 and 150</td></tr>
<tr><td>Row count</td><td>21</td></tr>
<tr><td>Initial standard-cell utilization of the core</td><td>0.245</td></tr>
<tr><td>Chip area</td><td>approximately 6400 um2</td></tr>
<tr><th colspan="2">Flow run</th></tr>
<tr><td>Number of max-cap violations</td><td>0</td></tr>
<tr><td>Count of warning messages emitted by the tools</td><td>about 79</td></tr>
</table>
==> power by group <==
group	switching, mW	internal (mW)
clock	0	0
sequential	0	0
combinational	0.193	0.279
total	0.193	0.279
==> per-layer routing <==
layer  track usage  part of all wire  wire [um]  up-vias
met5             0                 0          0        -
met2         0.127              0.50       1300       40
met4             0                 0          0        0
li1              -                 -          -      391
met3        0.0261              0.11        286        0
met1        0.0791              0.39       1010      369
==> metrics by stage <==
step / utilization / total power, mW
2_1_floorplan: - / 0.249
3_3_place_gp: 0.322 / 0.368
3_5_place_dp: 0.322 / 0.364
4_1_cts: 0.395 / 0.434
5_1_grt: 0.426 / 0.523
6_report: 0.426 / 0.472
==> final cells by class <==
cell class                      instances  share of cell area
Timing Repair Buffer                   61               0.393
Tap cell                               46              0.0396
Inverter                                7              0.0387
Multi-Input combinational cell        101               0.528
==> worst max path at each step <==
stage / startpoint / endpoint / depth (start not counted)
after CTS: rt[1] / RtData[5] / 7
after global routing: rt[1] / RtData[5] / 7
final: rt[1] / RtData[5] / 7
==> repair_timing <==
item | 4_1_cts | 5_1_grt
cloned | 0 | 0
resized | 162 | 28
pin swaps | 24 | 14
setup buffers | 13 | 4
endpoints found under the setup margin | 18 | 15
==> cell families after synthesis <==
family	Yosys count
multiplexers	2
other	1
adder cells (fa/ha/maj)	8
AND-OR/OR-AND	16
AND/OR/NAND/NOR	23
buffers and inverters	61
XOR/XNOR	6
==> Yosys cell counts, drive strengths merged <==
library cell and number:
o211a 1, or3 1, nand2 8, and3b 1
inv 7, a21oi 3, a221oi 1, o21ai 5
a311oi 3, nand2b 1, nor2 6, and2 2
buf 53, ha 8, a32o 2, o22a 1
nor3 3, conb 1, clkbuf 1, or2b 1
mux2i 2, xor2 3, xnor2 3
Power figures rest on the tool's default switching activity, not on a simulated workload.
